File: design/flow/run.sh
#!/bin/bash
# OpenROAD 26Q1-2900-gdf79404cd8, Yosys 0.63+post, stock flow scripts
make -C /OpenROAD-flow-scripts/flow DESIGN_CONFIG=/design/flow/config.mk WORK_HOME=/design/flow/orfs finish
File: design/flow/config.mk
export PLATFORM = sky130hd
export DESIGN_NAME = data_memory
export DESIGN_NICKNAME = data_memory
export VERILOG_FILES = /design/flow/design.v
export SDC_FILE = /design/flow/constraint.sdc
export NUM_CORES = 4
export LEC_CHECK = 1
export CORE_UTILIZATION = 30
File: design/flow/constraint.sdc
current_design data_memory

set clk_period 11.0
set clk_io_pct 0.2

create_clock -name clk0 -period $clk_period [get_ports {clk}]

set non_clock_inputs [all_inputs -no_clocks]
set_input_delay [expr $clk_period * $clk_io_pct] -clock clk0 $non_clock_inputs
set_output_delay [expr $clk_period * $clk_io_pct] -clock clk0 [all_outputs]
File: design/flow/design.v
module data_memory (
    input logic clk,
    input logic rst, 
    input logic [4:0]  write_addr,    
    input logic [31:0] write_data,    
    input logic        we,            
    input logic [4:0]  read_addr,     
    output logic [31:0] read_data      
);
    reg [31:0] mem [0:31];
    always @(posedge clk or posedge rst) begin
        if (rst) begin
            for (int i = 0; i < 32; i = i + 1) begin
                mem[i] <= 32'h0;
            end
        end else if (we) begin  
            mem[write_addr] <= write_data;
        end
    end
    always_comb begin
        read_data = mem[read_addr];
    end
    initial begin
        for (int i = 0; i < 32; i = i + 1) begin
            mem[i] = 32'h0;  
        end
    end
endmodule
==> impl_metrics.env <==
# physical design summary
export IMPL_outcome="complete, no violations"
export IMPL_area_of_the_core_um2=152000
export IMPL_cp_slowest_stage_delay_ns=0.65
export IMPL_power_ir_vdd_worst_mv=0.115
export IMPL_detail_route_vias_per_cell=5.51
export IMPL_synth_yosys_chip_area_um2=45900
export IMPL_final_min_clock_period_ns=8.29
export IMPL_critical_path_endpoint="read_data[29]"
export IMPL_clock_tree_buffer_depth=3
export IMPL_drtIter0Drc=2361
export IMPL_track_usage=0.195
export IMPL_ios=77
export IMPL_wl_per_cell_um=25.5
export IMPL_gp_congestion=0.859
export IMPL_largest_register_ffs=1024
export IMPL_globalRouteMet1Util=0.276
export IMPL_post_route_cells_drive_above_1_share=0.388
export IMPL_power_density_nw_per_um2=184
export IMPL_worstReg2RegEnd="mem[25][9]$_DFFE_PP0P_"
export IMPL_postRouteAntennaNets=0
export IMPL_hp_class="reg -> reg"
export IMPL_number_of_max_slew_violations_in_the_final_report=0
export IMPL_critical_path_max_fanout=35
export IMPL_buffer_ports_inserted=76
export IMPL_critPathLaunch="read_addr[3]"
export IMPL_die_h_um=393
export IMPL_postSynthCellCount=3582
export IMPL_synth_async_reset_ratio=1.00
export IMPL_totalWireLength_um=144000
export IMPL_warnings_from_yosys=2
export IMPL_cts_sinks=1024
export IMPL_design_die_area_um2=154000
export IMPL_first_global_vias=31900
export IMPL_switching_share=0.251
export IMPL_pin_count_of_the_biggest_net_entering_global_routing=125
export IMPL_syn_area_per_cell_um2=12.8
export IMPL_setup_ws_ns=2.71
export IMPL_fmaxAchievable_mhz=121
export IMPL_place_worst_setup_slack_ns=2.76
export IMPL_layout_cells_non_filler=5644
export IMPL_internal_power_uw=7260
export IMPL_power_frac_seq=0.500
export IMPL_ys_cells=3582
export IMPL_r2r_worst_path_cells=1
export IMPL_cts_resized_gates=0
export IMPL_hpwl_um=83300
export IMPL_antenna_found_initial=7
export IMPL_cp_top_family="buffers and inverters"
export IMPL_ys_seq_share=0.559
export IMPL_worstMarginPinSlew_ns=0.877
export IMPL_p_leak_uw=0.0231
export IMPL_die_w_um=393
export IMPL_setup_viol=0
export IMPL_cts_htree_levels=3
export IMPL_start_kind="primary input"
export IMPL_num_fill_cells=14600
export IMPL_worst_setup_hold_path_clk_slew_ns=0.06
export IMPL_floorplan_initialDensity=0.302
export IMPL_openroad_warnings=36
export IMPL_crit_chain="buf_2 > buf_4 > nor2_4 > buf_4 > and2_1 > buf_4 > a22oi_1 > nand4_1 > o32a_1 > clkdlybuf4s50_1"
export IMPL_crit_reg2reg_launch="mem[25][9]$_DFFE_PP0P_"
export IMPL_reg2reg_slack_ns=10.19
export IMPL_crit_arrival_ns=6.09
export IMPL_hold_path_startpoint="mem[12][5]$_DFFE_PP0P_"
export IMPL_layout_area_overhead_vs_synth_pct=14.5
export IMPL_grt_use_met3=0.0709
export IMPL_synth_ff_latch_count=1024
export IMPL_final_hold_violation_count=0
export IMPL_grt_setup_unrepaired="false"
export IMPL_netSwitchingPower_uw=2430
export IMPL_gr_usage_met2=0.286
export IMPL_area_leaders="dfrtp_1 (56%), mux2_2 (26%), nand3_1 (5.0%)"
export IMPL_timing_slew_headroom=0.416
export IMPL_crit_path_end_kind="output pin"
export IMPL_drt_pre_antenna_iters=7
export IMPL_top_usage_layer="met2"
export IMPL_crit_required_ns=8.80
export IMPL_drt_drc_violations_left=0
export IMPL_cp_depth=10
export IMPL_critical_path_buf_inv_count=5
export IMPL_ctsRootBufferMaster="clkbuf_16"
export IMPL_critPathSlowestCell="nor2_4"
export IMPL_ctsHoldBuffers=0
export IMPL_power_total_uw=9680
export IMPL_synth_cell_types=54
export IMPL_pwr_share_comb=0.128
export IMPL_postCtsSetupBuffers=0
export IMPL_wire_length_of_the_first_global_routing_pass_um=216000
export IMPL_edf_count=0
export IMPL_skew_ns=0
export IMPL_grt_overflow_total=0
export IMPL_route_vias_total=31100
export IMPL_rows=143
export IMPL_tritoncts="yes"
export IMPL_final_period_utilization=0.754
export IMPL_cts_buffers=104
export IMPL_power_share_clock=0.371
export IMPL_top_cell_area_share=0.559
export IMPL_synthesis_area_um2=45900
export IMPL_largestRegisters="mem: 1024 flops"
export IMPL_post_synth_top_area_cell="dfrtp_1"
export IMPL_insertion_delay_ns=0.73
export IMPL_maxCapViolations=0
export IMPL_worstSetupPathType="in -> out"
export IMPL_post_place_cells=5456
export IMPL_synth_main_ff_cell="dfrtp_1"
export IMPL_timing_critical_path_mode_cell="buf_4"
export IMPL_largest_register="mem"
## per-layer routing
layer / up-vias / part of all wire / wire [µm]
li1: 13300 / - / -
met1: 16400 / 0.42 / 60600
met2: 1239 / 0.45 / 64300
met3: 255 / 0.099 / 14300
met4: 8 / 0.033 / 4700
met5: - / 0.00030 / 43
## layout make-up
class | instances | area (µm²) | share of cell area
timing repair buffer | 220 | 1870 | 0.0356
antenna | 1 | 2.50 | 0.0000477
inverter | 2 | 11.3 | 0.000214
multi-input combinational | 2180 | 19000 | 0.362
clock inverter | 23 | 292 | 0.00555
clock buffer | 164 | 3190 | 0.0608
sequential | 1024 | 25600 | 0.488
tap | 2030 | 2540 | 0.0484
## kinds of logic (layout without fill, tap and decap cells)
group	count (synthesis)	count (layout)	share of synthesized area
and+or+nand+nor	813	813	0.0973
buffers and inverters	378	409	0.0324
AOI/OAI and AO/OA	312	312	0.0532
muxes	1055	1055	0.259
other	0	1	0
DFF	1024	1024	0.559
## synth_stat cells (4+ instances only)
| library cell | number |
|---|---|
| nand4b_1 | 4 |
| a32oi_1 | 5 |
| a21oi_1 | 26 |
| o32a_1 | 31 |
| o22ai_1 | 9 |
| nand3_1 | 457 |
| nor2_1 | 22 |
| nor3_1 | 16 |
| dfrtp_1 | 1024 |
| and2_1 | 18 |
| nand2b_1 | 8 |
| nor4_1 | 4 |
| nor3b_1 | 9 |
| o21ai_0 | 10 |
| nand2_1 | 23 |
| mux2_2 | 1039 |
| a31oi_1 | 4 |
| mux2i_1 | 15 |
| a22oi_1 | 157 |
| clkbuf_1 | 286 |
| nor2b_1 | 6 |
| buf_6 | 4 |
| buf_2 | 26 |
| or4_1 | 29 |
| a221o_1 | 14 |
| a22o_1 | 7 |
| buf_1 | 59 |
| and3_1 | 51 |
| nand3b_1 | 4 |
| nand4_1 | 146 |
| a2111oi_0 | 15 |
| a222oi_1 | 19 |
## how the worst min path moves through the flow
stage | end | slack [ns] | depth (start not counted)
after CTS | mem[10][31]$_DFFE_PP0P_ | 0.50 | 1
after global routing | mem[12][31]$_DFFE_PP0P_ | 0.50 | 1
final | mem[12][5]$_DFFE_PP0P_ | 0.50 | 1
## through the flow
step	area [µm²]	util	setup TNS (ns)	hold slack, ns
detailed placement	49000	0.323	0	0.484
floorplan	45900	-	-5441.47	0.465
finish	52500	0.346	0	0.496
global route	52500	0.346	0	0.501
global placement	49000	0.323	0	0.478
CTS	52500	0.346	0	0.498
## power by group through the flow
stage	logic [µW]	registers (µW)	clock network, µW
after CTS	1250	4840	3670
after global routing	1350	4940	3810
final	1240	4840	3600
## cells in the final DEF, fill, tap and decap left out, drive strengths merged, types with 19 or more instances in the layout
cell / instances
dfrtp: 1024
nand2: 23
clkbuf: 164
or4: 29
buf: 149
nor2: 22
mux2: 1040
nand3: 457
a21oi: 26
a222oi: 19
o32a: 31
a22oi: 157
and2: 20
nand4: 146
and3: 51
clkdlybuf4s50: 71
Power figures rest on the tool's default switching activity, not on a simulated workload.
