==> flow/design.v <==
module alu(
    input [31:0] src1,
    input [31:0] src2,
    input logic [5:0] alu_cntrl,
    input logic [31:0] imm_val,
    input [3:0] shift_amount,
    output reg [31:0] result
);
always @(*)
begin
    case(alu_cntrl) 
        6'b000000: result = src1 + src2;  
        6'b000001: result = src1 - src2;  
        6'b000010: result = src1 << src2;  
        6'b000011: result = ($signed(src1) < $signed(src2)) ? 1 : 0;  
        6'b000100: result = (src1 < src2) ? 1 : 0;  
        6'b000101: result = src1 ^ src2;  
        6'b000110: result = src1 >> src2;  
        6'b000111: result = signed'(src1) >>> src2;  
        6'b001000: result = src1 | src2;  
        6'b001001: result = src1 & src2;  
        6'b001010: result = src1 + imm_val;  
        6'b001011: result = (src1 << shift_amount) ; 
        6'b001100: result = ( $signed(imm_val) < $signed(src1)) ? 1 : 0;  
        6'b001101: result = ((imm_val<<1) < src1) ? 1 : 0;  
        6'b001111: result = src1 >> imm_val;  
        6'b001110: result = src1 ^ imm_val;  
        6'b010000: result = src1 | imm_val;  
        6'b010001: result = src1 & imm_val;  
        6'b010010: result = imm_val<<12;  
	    6'b010111: result = src2[7:0]; 
	    6'b011000: result = src2[15:0]; 
        6'b011001: result = src2; 
        6'b011010: result =  (src1 == src2) ? 1 : 0;  
        6'b011011: result = (src1 != src2) ? 1 : 0;  
        6'b011101: result = (src2 >= src1) ? 1 : 0 ;  
        6'b011100: result = (src1 < src2) ? 1 : 0 ; 
        default: result = 32'h00000000;  
    endcase
end
endmodule
==> flow/run.sh <==
#!/bin/bash
# OpenROAD 26Q1-2900-gdf79404cd8, Yosys 0.63+post, stock flow scripts
make -C /OpenROAD-flow-scripts/flow DESIGN_CONFIG=/design/flow/config.mk WORK_HOME=/design/flow/orfs finish
==> flow/config.mk <==
export PLATFORM = sky130hd
export DESIGN_NAME = alu
export DESIGN_NICKNAME = alu
export VERILOG_FILES = /design/flow/design.v
export SDC_FILE = /design/flow/constraint.sdc
export NUM_CORES = 4
export LEC_CHECK = 1
export CORE_UTILIZATION = 30
==> flow/constraint.sdc <==
current_design alu

set clk_period 19.1
set clk_io_pct 0.2

create_clock -name clk0 -period $clk_period

set non_clock_inputs [all_inputs -no_clocks]
set_input_delay [expr $clk_period * $clk_io_pct] -clock clk0 $non_clock_inputs
set_output_delay [expr $clk_period * $clk_io_pct] -clock clk0 [all_outputs]
==> impl_report.txt <==
=== SYNTHESIS / PLACE & ROUTE SUMMARY ===
----------------------------------------------------
[Synth]
  Total number of yosys warnings ........................ 1
  Register area share after synthesis ........................ 0%
  Total cell area reported by yosys after synthesis ........................ 13700 um^2
  Biggest area consumer among synthesized cells ........................ ha_1
  Average cell area after synthesis ........................ 6.81 um^2
  Gate count of the mapped netlist ........................ 2017
  Area leader share ........................ 11.4%
  Post-Synthesis Cell Area ........................ 13700 um^2
  Cell count listed in synth_stat.txt ........................ 2017
  Biggest area contributors in the synthesized netlist ........................ ha_1 11%, mux2i_1 11%, a21oi_1 6.8%
  Distinct cell type count of the synthesized netlist ........................ 91

[Flow run]
  Total number of warnings across the stage logs ........................ 32
  Max-Cap Viols ........................ 0

[Setup path]
  Start point of the critical path ........................ alu_cntrl[3]
  Largest fanout on the critical path ........................ 33
  Crit start category ........................ input port
  Delay of the slowest cell on the worst path ........................ 1.03 ns
  Kind of capture point of the worst setup path ........................ output port
  Required time of the critical path ........................ 15.28 ns
  Data arrival time of the critical path ........................ 9.79 ns
  Most numerous cell on the critical path ........................ o21ai_0
  Cell-by-cell listing of the critical path ........................ clkdlybuf4s50_1 -> nor2b_1 -> nand2_1 -> buf_4 -> nand2_1 -> o21ai_0 -> ha_1 -> fa_1 -> a211oi_1 -> o21ai_0 -> nand2_1 -> o21bai_1 -> xnor2_1 -> a2111oi_0 -> o21ai_0 -> a211oi_1 -> o21ai_0 -> clkdlybuf4s50_1
  Type of the setup path with the least slack ........................ input port to output port
  Crit path max-delay cell type ........................ clkdlybuf4s50_1

[Floorplan]
  Overall die width ........................ 216 um
  Placement Rows ........................ 78
  Fp_density ........................ 30.3%
  Die area ........................ 46600 um^2
  Core region area ........................ 45300 um^2
  Number of top-level design ports ........................ 138
  Die y size ........................ 216 um

[STA]
  Period minus WS final ........................ 13.61 ns
  Post-layout worst setup margin ........................ 5.49 ns
  Final count of negative-setup-slack endpoints ........................ 0
  Count of pins over their slew limit ........................ 0
  RSZ-0062 raised after global routing ........................ false
  Worst Max-Slew Pin Slew ........................ 1.01 ns
  Final worst path period share ........................ 71.3%
  Hold_ws ........................ 9.02 ns
  Final setup TNS ........................ 0 ns
  Total count of hold-check failures in the final report ........................ 0
  Fmax ........................ 73.5 MHz
  Tightest slew margin relative to the limit ........................ 32.2%

[Drt]
  Number of nets with antenna violations after routing ........................ 0
  Average detailed-routed wire length per instance ........................ 32.7 um
  Vias post-DR ........................ 18340
  Length of the first detailed-routing pass in iterations ........................ 12
  Remaining routing DRC violations ........................ 0
  Vias/cell ........................ 6.82
  Initial DRC Count ........................ 2431
  Wirelength, routed ........................ 87900 um

[Final layout]
  Number of sequential storage elements ........................ 0
  Final core utilization ........................ 35.2%
  Top cells excl fill/tap ........................ 185 x a21oi_1, 184 x nand2_1, 162 x nor2_1
  Reg area ........................ 0 um^2
  Area of combinational cells with multiple inputs ........................ 12700 um^2
  Area growth from synthesis to layout ........................ 16.2%
  Non-Filler Cell Area, Final ........................ 15900 um^2
  Filler cell count in the final layout ........................ 4901
  Share of final-layout standard cells stronger than drive strength 1 ........................ 10.2%
  # clk buffers ........................ 0
  Leading cell type in the layout, fill and taps excluded ........................ a21oi_1

[Status]
  Status ........................ finished, final reports clean

[Global routing]
  Initial antenna violation count ........................ 6
  Largest net degree at the start of global routing ........................ 48
  Global routing usage summed across all routing layers ........................ 37.0%
  Number of global-route vias before repair ........................ 16567
  Global-route wire length before repair ........................ 122000 um
  Total congestion overflow ........................ 0

[Power]
  Leakage power ........................ 6.31 nW
  NetSw ........................ 0.280 mW
  Switching share of total power ........................ 63.9%
  Internal ........................ 0.158 mW
  Areal power density over the cells ........................ 27.5 nW/um^2
  Worst IR drop on VDD ........................ 0.0000167 V

[Placement]
  Number of buffers inserted by port buffering ........................ 138
  Post-DP HPWL ........................ 68300 um
  Setup Slack @ Placement ........................ 5.67 ns
  Weighted congestion at the end of routability-driven global placement ........................ 1.13
  Cell area after placement ........................ 15900 um^2

[Hold path]
  Type of the most critical hold path ........................ input port to output port
  Hold path start ........................ shift_amount[3]

[Clock tree]
  Post-CTS Hold Buffers ........................ 0
  Number of resized instances in the post-cts repair step ........................ 0
  Post-CTS Setup Inserts ........................ 0

----------------------------------------------------
-- worst paths after layout --
| kind | endpoint | slack [ns] | cells past startpoint |
|---|---|---|---|
| hold / removal | result[22] | 9.02 | 6 |
| setup / recovery | result[10] | 5.49 | 18 |
-- critical path: cells and delay by family --
family | cells | cell delay, ns
AND-OR/OR-AND | 8 | 2.65
buffers and inverters | 3 | 1.77
adder cells (fa/ha/maj) | 2 | 0.71
AND/OR/NAND/NOR | 4 | 0.65
XOR/XNOR | 1 | 0.14
-- power by group through the flow --
stage	clock, mW	sequential, mW	combinational, mW
4_1_cts	0	0	0.422
5_1_grt	0	0	0.459
-- layout make-up --
class / instances / share of cell area (%)
Timing Repair Buffer: 238 / 13.3
Antenna cell: 3 / 0.0471
Tap cell: 600 / 4.71
Multi-Input combinational cell: 1764 / 79.9
Inverter: 86 / 2.02
-- cells in the mapped netlist, drive strengths merged, types with 23 or more instances --
cell    number
nor3        51
nand2      185
nor4        26
clkbuf     123
a21oi      194
a222oi      26
o211ai      35
nand2b      23
nor2       166
o21ai      139
inv         84
xnor2       49
a21o        45
mux2i      151
a221oi      38
nand3       51
a31oi       29
mux2        47
a211oi      39
buf         44
ha         125
-- cells by family (layout without fill, tap and decap cells) --
kind of cell,Yosys count,in the layout,share of synthesized area [%]
fa+ha+maj,127,127,11.7
compound gates,754,754,37.3
mux,217,217,18.3
buf+inv,253,324,7.53
xor+xnor,71,71,4.53
other cells,0,3,0
simple gates,595,595,20.7
-- metal layers --
| layer | GRT usage, % | up-vias | wire, um |
|---|---|---|---|
| met1 | 50.8 | 8698 | 35700 |
| met4 | 20.3 | 2 | 5970 |
| met3 | 9.56 | 273 | 10500 |
| li1 | - | 7953 | - |
| met2 | 52.5 | 1414 | 35700 |
| met5 | 0 | - | 10 |
-- through the flow --
stage               std cells  power (mW)
global route             2688       0.459
finish                   2691       0.438
detailed placement       2688       0.420
floorplan                2017       0.247
CTS                      2688       0.422
global placement         2688       0.420
Power figures rest on the tool's default switching activity, not on a simulated workload.
