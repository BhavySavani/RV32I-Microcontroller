$ cat ./design.v
module instructionmem(
    input logic clk,
    input logic [31:0] pc,
    input logic reset,
    output logic [31:0] instruction
);
    logic [7:0] instruction_memory [0:255];
    initial begin
        instruction_memory[0] = 8'h00; 
        instruction_memory[1] = 8'h62; 
        instruction_memory[2] = 8'h83; 
        instruction_memory[3] = 8'hB3;
        instruction_memory[4] = 8'h00; 
        instruction_memory[5] = 8'h83; 
        instruction_memory[6] = 8'h8C; 
        instruction_memory[7] = 8'h63;
        instruction_memory[28] = 8'h00; 
        instruction_memory[29] = 8'h02; 
        instruction_memory[30] = 8'h10; 
        instruction_memory[31] = 8'h25;
	instruction_memory[32] = 8'h00; 
        instruction_memory[33] = 8'hFF; 
        instruction_memory[34] = 8'h20; 
        instruction_memory[35] = 8'h25;
	instruction_memory[36] = 8'h00; 
        instruction_memory[37] = 8'h00; 
        instruction_memory[38] = 8'h00; 
        instruction_memory[39] = 8'h25;
    end
    assign instruction = (reset) 
        ? 32'h00000000 
        : {instruction_memory[pc], instruction_memory[pc+1], instruction_memory[pc+2], instruction_memory[pc+3]};
endmodule
$ cat ./run.sh
#!/bin/bash
# OpenROAD 26Q1-2900-gdf79404cd8, Yosys 0.63+post, stock flow scripts
make -C /OpenROAD-flow-scripts/flow DESIGN_CONFIG=/design/flow/config.mk WORK_HOME=/design/flow/orfs finish
$ cat ./config.mk
export PLATFORM = sky130hd
export DESIGN_NAME = instructionmem
export DESIGN_NICKNAME = instructionmem
export VERILOG_FILES = /design/flow/design.v
export SDC_FILE = /design/flow/constraint.sdc
export NUM_CORES = 4
export LEC_CHECK = 1
export CORE_AREA = 10 10 93 93
export DIE_AREA = 0 0 103 103
$ cat ./constraint.sdc
current_design instructionmem

set clk_period 2.6
set clk_io_pct 0.2

create_clock -name clk0 -period $clk_period

set non_clock_inputs [all_inputs -no_clocks]
set_input_delay [expr $clk_period * $clk_io_pct] -clock clk0 $non_clock_inputs
set_output_delay [expr $clk_period * $clk_io_pct] -clock clk0 [all_outputs]
==> reports/summary.txt <==
CORE AREA = 6756 µm²
Syn-to-layout area delta = 74.42%
Row count = 30
Floorplan core density = 22.52%
# setup viols final = 0
Drt via density = 5.016
Fin cells = 385
RePlAce Congestion = 0.9156
I/O Buffers = 39
Top post-synthesis cells by count = a21oi_1 (23), nand2_1 (16), buf_2 (13)
GRT Resource Usage Total = 10.66%
Post-DP HPWL = 4202 µm
Wire per inst = 14.74 µm
Top cells by area = ha_1 (9.9%), a21oi_1 (7.6%), mux2i_1 (4.6%)
Die span in y = 103 µm
Avg Cell Area, Syn = 7.077 µm²
Initial antenna violation count = 0
Setup CP Type = in2out
Die W = 103 µm
Least-Margin Pin Slew = 0.4149 ns
CP top delay family = AND-OR/OR-AND gates
I/O pin total = 66
Routed vias = 1931
Fmax = 391.7 MHz
Mapped Cells = 215
Area share, top type = 9.868%
Outcome = complete, no violations
Flip-flops = 0
Die area = 10610 µm²
Slew Limit Fails = 0
Slowest CP cell = a221oi_4
Tightest Hold Check Type = in2out
Fill cells = 669
First-pass DRT Iterations = 4
Register area = 0 µm²
Max FO, Critical Path = 4
First-pass GRT wire length = 9432 µm
Mapped Area = 1521 µm²
Cts-stage hold buffer count = 0
Total wire length = 5675 µm
Tool warnings = 69
Largest net degree at the start of global routing = 16
Util after Layout = 39.28%
GR Overflow Total = 0
Clkbuf count = 0
Critical Path Source Type = input port
DRT iter0 DRCs = 170
Vias in the first global route = 1889
Peak per-stage delay on the critical path = 0.32 ns
Synth unique cells = 59
Routed Antenna Nets = 0
RSZ-0062 raised after global routing = true
# diodes = 0
Leak = 1.165 nW
Yosys chip area = 1521 µm²
Cell type with the largest total area = ha_1
Slew HR = 71.99%
Cell-by-cell trace of the critical path = buf_8 > inv_6 > ha_4 > a21o_1 > a221oi_4 > buf_6 > buf_4 > a21boi_4 > a31oi_2 > buf_2
Worst IR Drop VDD = 0.00008265 V
Fin crit share = 98.20%
Worst EP required = 2.08 ns
Worst EP arrival = 2.03 ns
Number of max-cap violations = 0
Remaining DRCs = 0
YS warnings = 1
Setup crit end kind = output port
Power Dens Cells = 179.8 nW/µm²
Layout cells sized above 1 = 43.61%
Yosys Instances = 215
Fin. Hold Viols = 0
Placed cell count = 365
Cell with the most instances after synthesis = a21oi_1
Worst path bufs/invs = 5
Period minus WS final = 2.553 ns
Post-synthesis sequential area ratio = 0%
-- routing by layer --
metal  track usage (%)  part of all wire, %
met2             17.21                   46
met1             15.08                   47
met5                 0                    0
met3             1.828                  7.2
met4            0.7487                    0
-- area by class of cell --
| class | count | area (µm²) | area share [%] |
|---|---|---|---|
| repair buffers | 114 | 974.7 | 36.73 |
| well taps | 80 | 100.1 | 3.772 |
| multi-input cells | 181 | 1534 | 57.80 |
| inverters | 10 | 45.04 | 1.697 |
-- worst paths after layout --
check / start / end / cells past startpoint
hold / removal: pc[2] / instruction[6] / 5
setup / recovery: pc[1] / instruction[0] / 10
-- logic make-up after synthesis --
kind of cell               share of synthesized area, %
buffers and inverters                             12.42
and+or+nand+nor                                   29.94
adders and majority gates                         9.868
muxes                                             7.072
AOI/OAI and AO/OA                                 33.72
xor gates and xnor gates                          6.991
-- what timing repair did --
| item | 4_1_cts | 5_1_grt |
|---|---|---|
| endpoints found under the setup margin | 32 | 16 |
| resized | 108 | 22 |
| setup buffers | 16 | 2 |
| pin swaps | 28 | 10 |
| gates cloned | 2 | 0 |
-- metrics by stage --
step           total power [mW]  area [µm²]  setup TNS [ns]  hold WS (ns)  worst slack (ns)
6_report                 0.4771        2654               0         1.598           0.04675
5_1_grt                  0.5214        2654        -0.03358         1.628          -0.02997
4_1_cts                  0.4635        2595               0         1.655          0.005790
3_5_place_dp             0.4114        2288          -20.77         2.144           -0.8522
3_3_place_gp             0.4093        2288          -20.50         2.143           -0.8491
2_1_floorplan            0.2188        1521               0         1.197            0.1624
-- power breakdown --
group | internal, mW | leakage [nW] | switching, mW | total [mW]
combinational | 0.258 | 1.17 | 0.219 | 0.477
clock | 0 | 0 | 0 | 0
sequential | 0 | 0 | 0 | 0
total | 0.258 | 1.17 | 0.219 | 0.477
-- layout by cell type (no fill, tap or decap), drive strengths merged, types with 2 or more instances in the layout --
cell and instances:
nand2 16, nor3 10, nand3 12, a21o 2, clkdlybuf4s50 7, o21a 3, nor2 7, a221oi 3
ha 12, xor2 3, a31oi 4, mux2i 7, dlymetal6s2s 3, nand2b 9, dlygate4sd2 16, clkbuf 3
o21ai 10, a211oi 5, buf 82, xnor2 4, a21boi 3, a311oi 2, nand4 6, o2111ai 2
nand3b 6, a21oi 25, o22ai 2, o211ai 3, clkdlybuf4s15 3, mux2 3, inv 10, or2 2
nor2b 5
Power is estimated from default activity; no workload was simulated.
